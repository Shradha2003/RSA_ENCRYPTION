`flow/design.v`:
```
module mod_operationrsa(
    input clk,
    input reset,
    input sign,
    input op_rdy,
    input [255:0] in1,
    input [255:0] in2,
    output reg [255:0] out,
    output reg out_rdy
);
    reg [255:0] tmp1;
    reg [255:0] tmp2;
    reg start;
    always @(posedge clk or negedge reset) begin
        if (~reset) begin
            out <= 256'd0;
            out_rdy <= 1'b0;
            tmp1 <= 256'd0;
            tmp2 <= 256'd0;
            start <= 1'b0;
        end else if (op_rdy && ~start) begin
            tmp1 <= in1;
            tmp2 <= in2;
            start <= 1'b1;
            out_rdy <= 1'b0;
        end else if (start) begin
            if (tmp1 >= tmp2) begin
                tmp1 <= tmp1 - tmp2;
            end else begin
                out <= tmp1;
                out_rdy <= 1'b1;
                start <= 1'b0;  
            end
        end
    end
endmodule
```
`flow/run.sh`:
```
#!/bin/bash
# OpenROAD 26Q1-2900-gdf79404cd8, Yosys 0.63+post, stock flow scripts
make -C /OpenROAD-flow-scripts/flow DESIGN_CONFIG=/design/flow/config.mk WORK_HOME=/design/flow/orfs finish
```
`flow/config.mk`:
```
export PLATFORM = sky130hd
export DESIGN_NAME = mod_operationrsa
export DESIGN_NICKNAME = mod_operationrsa
export VERILOG_FILES = /design/flow/design.v
export SDC_FILE = /design/flow/constraint.sdc
export NUM_CORES = 4
export LEC_CHECK = 1
export CORE_UTILIZATION = 40
```
`flow/constraint.sdc`:
```
current_design mod_operationrsa

set clk_period 141.3
set clk_io_pct 0.2

create_clock -name clk0 -period $clk_period [get_ports {clk}]

set non_clock_inputs [all_inputs -no_clocks]
set_input_delay [expr $clk_period * $clk_io_pct] -clock clk0 $non_clock_inputs
set_output_delay [expr $clk_period * $clk_io_pct] -clock clk0 [all_outputs]
```
==> flow_metrics.py <==
# Auto-generated metrics
metrics = {
    "run_status": {
        "status": "finished clean",
    },
    "drt": {
        "drc": 0,
        "drtIter0Drc": 4151,
        "vias": 49200,
        "wire_per_inst_um": 25.9,
        "dr.pass1.iters": 5,
        "ant_nets": 0,
        "wl_um": 221000,
        "vias_per_cell": 5.77,
    },
    "final_timing": {
        "max_clock_freq_mhz": 32.0,
        "tightest_slew_ns": 1.00,
        "fin_skew_ns": 0.0372,
        "relSlewSlack_pct": 33.0,
        "final_max_slew_viol_count": 0,
        "fin_crit_sh_pct": 22.1,
        "setup_viol": 0,
        "fin_tns_setup_ns": 0,
        "setup_ws_ns": 110.06,
        "period_needed_ns": 31.24,
        "rsz0062_at_grt": "no",
        "final_hold_viol_count": 0,
    },
    "clock_tree": {
        "cts_sinks": 770,
        "cts_hold_buf": 0,
        "post_cts_buffers": 0,
        "clk_pin_slew_ns": 0.06,
        "clockBufferDepth": 3,
        "h-tree-depth": 3,
        "postCtsResizedCells": 0,
        "cts_tree": "yes",
        "cts_root_buffer": "clkbuf_16",
        "clock_latency_ns": 0.70,
        "cts_inserted_buffers": 85,
    },
    "synth": {
        "synth_seq_share_pct": 38.2,
        "synth_top_cell_by_count": "nand2_1",
        "common_cells": "nand2_1 (974), o21ai_0 (773), dfrtp_1 (770), a21oi_1 (722), nor2_1 (494)",
        "top_cell_area_share_pct": 38.2,
        "synth_flop_count": 770,
        "netlist-cell-type-count": 89,
        "yosysCellCount": 6200,
        "top_area_cell": "dfrtp_1",
        "area_leaders": "dfrtp_1 (38%), o21ai_0 (7.7%), nand2_1 (7.3%)",
        "synth_warnings": 1,
        "edf_count": 0,
        "ff_type": "dfrtp_1",
        "synth_cells": 6200,
        "avgSynthCellArea_um2": 8.13,
        "synthArstFlopShare_pct": 100,
        "ys_area_um2": 50400,
        "netlist_area_um2": 50400,
    },
    "grt": {
        "grt_use_total_pct": 35.3,
        "globalRouteOverflowTotal": 0,
        "grt_pass1_wl_um": 321000,
        "grt_pass1_vias": 48100,
        "antenna_found_initial": 26,
        "grt_max_degree": 172,
    },
    "worst_setup_path": {
        "worst_setup_path_start_kind": "primary input",
        "max_stage_delay_ns": 0.69,
        "cp.arrival_ns": 31.97,
        "crit_chain": "buf_8, buf_4, buf_4, buf_4, buf_4, buf_4",
        "path_buffers": 6,
        "cpMostUsedCell": "buf_4",
        "criticalPathCategory": "in2async",
        "worstPathRequired_ns": 142.03,
        "worstSetupEndpointType": "async pin",
        "cp_slowest_cell": "buf_4",
        "path_max_fanout": 88,
        "critPathTopFamily": "buffers and inverters",
    },
    "floorplan": {
        "fp_util_pct": 40.5,
        "dieHeight_um": 357,
        "io_pins": 773,
        "die.size.x_um": 357,
        "chipArea_um2": 127000,
        "placementRows": 129,
        "core_um2": 124000,
    },
    "flow_run": {
        "warnings": 56,
        "cap_violations": 0,
    },
    "cells_and_area": {
        "area_delta_synth_final_pct": 23.9,
        "flop_area_um2": 19300,
        "fin_util_pct": 50.2,
        "comb_area_um2": 28500,
        "fill_cells": 11600,
        "drive_gt1_share_pct": 7.53,
    },
    "placement": {
        "io_buffers": 771,
        "pre_cts_ws_ns": 109.12,
        "gp_congestion": 1.03,
        "hpwl_um": 181000,
    },
    "min_path": {
        "hp-class": "reg2reg",
    },
}
cells in the final DEF, fill, tap and decap left out, types with 21 or more instances in the layout:
| cell | count |
|---|---|
| nand2_1 | 974 |
| o21ai_0 | 773 |
| clkdlybuf4s50_1 | 770 |
| dfrtp_1 | 770 |
| a21oi_1 | 722 |
| nor2_1 | 494 |
| inv_1 | 335 |
| ha_1 | 256 |
| mux2_2 | 254 |
| nand4_1 | 163 |
| xnor2_1 | 123 |
| xor2_1 | 118 |
| o21bai_1 | 94 |
| clkbuf_16 | 89 |
| nor3_1 | 84 |
| a21o_1 | 82 |
| buf_4 | 79 |
| a31oi_1 | 72 |
| nand3_1 | 52 |
| o21a_1 | 45 |
| and3_1 | 32 |
| o31ai_1 | 30 |
| nor4_1 | 30 |
| a22oi_1 | 29 |
| a21boi_0 | 27 |
| o21ai_1 | 26 |
| nand2b_1 | 22 |
| and4_1 | 22 |
| clkbuf_1 | 21 |
path summary, 6_finish.rpt:
kind	start	end	slack, ns	depth (start not counted)
worst min-delay path	out[0]$_DFFE_PN0P_	out[0]$_DFFE_PN0P_	0.48	2
max in group clk0	op_rdy	tmp1[164]$_DFFE_PN0P_	110.21	6
worst max register to register	tmp1[107]$_DFFE_PN0P_	out[69]$_DFFE_PN0P_	135.25	13
worst min register to register	out[0]$_DFFE_PN0P_	out[0]$_DFFE_PN0P_	0.48	2
worst max-delay path	reset	tmp2[176]$_DFFE_PN0P_	110.06	6
min in group asynchronous	reset	tmp2[68]$_DFFE_PN0P_	27.54	1
layer usage:
metal | global-route usage [%] | share of wire (%) | vias to the layer above
li1 | - | - | 23100
met1 | 51.8 | 44 | 24100
met2 | 54.4 | 46 | 1668
met3 | 7.40 | 7.2 | 305
met4 | 8.88 | 3.3 | 30
met5 | 0 | 0.077 | -
cell families (layout without fill, tap and decap cells):
logic type / count (synthesis) / count (layout) / share of synthesized area (%)
muxes: 265 / 265 / 5.90
xor gates and xnor gates: 241 / 241 / 4.19
adders and majority gates: 257 / 257 / 6.40
AOI/OAI and AO/OA: 2051 / 2051 / 23.3
buffers and inverters: 669 / 1346 / 5.27
and+or+nand+nor: 1947 / 1947 / 16.7
other: 0 / 9 / 0
DFF: 770 / 770 / 38.2
sequential cells by signal (all words and copies together), names as in the netlist:
| register | count |
|---|---|
| tmp1 | 256 |
| tmp2 | 256 |
| out_rdy | 1 |
| start | 1 |
| out | 256 |
area by class of cell:
cell class                 instances  area share [%]
tap                             1637            3.28
sequential                       770            30.9
antenna                            9          0.0361
inverter                         336            2.02
clock buffer                     127            4.07
multi-input combinational       4761            45.7
timing repair buffer             856            13.5
clock inverter                    27           0.547
stage by stage:
| stage | cells | hold slack (ns) | area [um2] |
|---|---|---|---|
| 2_1_floorplan | 6200 | 0.422 | 50400 |
| 3_3_place_gp | 8360 | 0.463 | 59500 |
| 3_5_place_dp | 8360 | 0.473 | 59500 |
| 4_1_cts | 8514 | 0.487 | 62400 |
| 5_1_grt | 8516 | 0.511 | 62400 |
| 6_report | 8523 | 0.481 | 62400 |
worst min-delay path, cell delays in order (launching register included):
cell and delay, ns:
dfrtp_1 0.34, nand2_1 0.05, o21ai_0 0.06
